--- flow/run.sh ---
#!/bin/bash
# OpenROAD 26Q1-2900-gdf79404cd8, Yosys 0.63+post, stock flow scripts
make -C /OpenROAD-flow-scripts/flow DESIGN_CONFIG=/design/flow/config.mk WORK_HOME=/design/flow/orfs finish
--- flow/config.mk ---
export PLATFORM = sky130hd
export DESIGN_NAME = encode8
export DESIGN_NICKNAME = encode8
export VERILOG_FILES = /design/flow/design.v
export SDC_FILE = /design/flow/constraint.sdc
export NUM_CORES = 4
export LEC_CHECK = 1
export CORE_AREA = 10 10 230 230
export DIE_AREA = 0 0 240 240
--- flow/constraint.sdc ---
current_design encode8

set clk_period 1.7
set clk_io_pct 0.2

create_clock -name clk0 -period $clk_period

set non_clock_inputs [all_inputs -no_clocks]
set_input_delay [expr $clk_period * $clk_io_pct] -clock clk0 $non_clock_inputs
set_output_delay [expr $clk_period * $clk_io_pct] -clock clk0 [all_outputs]
--- flow/design.v ---
`timescale 1ns / 1ps
module encode(
		input [3:0]in,
		output reg[15:0]out
    );
wire[3:0]temp;
assign temp=in-9;
always@(*)
begin
if(in<=9)
begin
out<={12'b111111110011,in};
end
else
begin
out<={12'b111111110100,temp};
end
end
endmodule
`timescale 1ns / 1ps
module encode8(
	input[31:0]PC,
	input[31:0]INS,
	input choice,
	output [512:0]OUT,
	output [7:0]ADDR
    );
wire[31:0]PC_temp;
assign PC_temp=PC>>2;
reg[3:0]PC1[7:0];
wire[15:0]out1[7:0];
wire [15:0]out2[7:0];
assign ADDR=68;
encode en1(PC1[0],out1[0]);
encode en2(PC1[1],out1[1]);
encode en3(PC1[2],out1[2]);
encode en4(PC1[3],out1[3]);
encode en5(PC1[4],out1[4]);
encode en6(PC1[5],out1[5]);
encode en7(PC1[6],out1[6]);
encode en8(PC1[7],out1[7]);
encode en9(INS[31:28],out2[0]);
encode en10(INS[27:24],out2[1]);
encode en11(INS[23:20],out2[2]);
encode en12(INS[19:16],out2[3]);
encode en13(INS[15:12],out2[4]);
encode en14(INS[11:8],out2[5]);
encode en15(INS[7:4],out2[6]);
encode en16(INS[3:0],out2[7]);
always@(*)
begin
if(choice==1'b0)
begin
PC1[0]<=PC[31:28];
PC1[1]<=PC[27:24];
PC1[2]<=PC[23:20];
PC1[3]<=PC[19:16];
PC1[4]<=PC[15:12];
PC1[5]<=PC[11:8];
PC1[6]<=PC[7:4];
PC1[7]<=PC[3:0];
end
else 
begin
PC1[0]<=PC_temp[31:28];
PC1[1]<=PC_temp[27:24];
PC1[2]<=PC_temp[23:20];
PC1[3]<=PC_temp[19:16];
PC1[4]<=PC_temp[15:12];
PC1[5]<=PC_temp[11:8];
PC1[6]<=PC_temp[7:4];
PC1[7]<=PC_temp[3:0];
end
end
assign OUT={128'b0,out2[7],out2[6],out2[5],out2[4],out2[3],out2[2],out2[1],out2[0],16'b1111111100111010,16'b1111111101010011,16'b1111111101001110,16'b1111111101001001,16'b0,out1[7],out1[6],out1[5],out1[4],out1[3],out1[2],out1[1],out1[0],16'b1111111100111010,16'b1111111101000011,16'b1111111101010000};
endmodule
==> Slide: Implementation Results <==
Synthesis and Place & Route Summary

Outcome
  – Status: complete, but fails checks
  – Failing checks: setup timing

Place
  – Post-DP HPWL: roughly 16000 µm
  – GPL Wtd Cong: slightly above 0.8
  – I/O Buffers: around 180
  – Place WS: -1.12 ns
  – Placed Cells: about 1600

Worst setup path
  – CP Class: in2out
  – Setup crit end kind: output port
  – Buf/Inv on CP: 5
  – Slowest Stage Delay on Critical Path: 0.24 ns
  – Startpoint Class: primary input
  – Cells along the critical path: buf_16 > buf_6 > mux2i_4 > buf_6 > ha_4 > nor2_4 > a211oi_2 > a21oi_2 > buf_4 > mux2i_2 > buf_4
  – Worst EP required: ~1.4 ns
  – Maximum net fanout on the critical path: 4
  – Top Family by Delay on Critical Path: buffers and inverters
  – CP arrival: roughly 1.9 ns
  – Slowest cell on crit path: mux2i_2

STA
  – Final worst slack: -0.515 ns
  – Final tally of hold violations: 0
  – Slew Limit Fails: 0
  – Cycle use final: 1.30
  – Fmax: roughly 450 MHz
  – Setup violators final: 57
  – RSZ-0062 raised after global routing: true
  – Final critical-path required period: between 2 and 2.5 ns

Drt
  – Routed wire length per instance: about 11 µm
  – DRC: 0
  – Detail Route Antenna Nets: 0
  – DR vias/cell: around 2.6
  – Vias: 4445
  – First DRT Iteration DRCs: approximately 120
  – Antenna cells: 0
  – Iteration count of the initial detailed-routing pass: 4
  – Final wirelength: slightly below 20000 µm

Power
  – Power Dens Cells: ~240 nW/µm²
  – Leakage: around 4.5 nW
  – Peak supply drop: 0.0958 mV

Final layout
  – Logic area: 4320 µm²
  – Clock buffer cells: 0
  – Syn-to-layout area delta: 66.8%
  – Seq cells: 0
  – Final instance count without filler cells: 1684
  – Filler cell count: between 5000 and 6000
  – Register Area: 0 µm²
  – Share of layout cells above drive strength 1: 0.440
  – Dominant logic cell type in the layout: conb_1
  – Top cells excl fill/tap: conb_1 (409), buf_4 (138), buf_6 (77), dlygate4sd2_1 (67), buf_2 (56)

Global routing
  – Vias in the first global route: ~4800
  – Antenna violations before repair: 0
  – Grt total ovfl: 0
  – Total global-route track usage: 0.0567
  – Pin count of the biggest net entering global routing: 9
  – Global-route wire length before repair: ~27000 µm

Job
  – Tool Warnings: around 51
  – Max-Cap Viols: 0

Floorplanning
  – # IOs: roughly 590
  – Die ar.: 57600 µm²
  – Core outline area: 47800 µm²
  – Die width: about 240 µm
  – Die Ht: 240 µm
  – Floorplan utilization: 0.108
  – Row count: around 80

Synthesis
  – Yosys stat area: around 5200 µm²
  – Yosys Instances: roughly 720
  – Cell Type Count: 35
  – Syn_area_per_cell: 7.24 µm²
  – Cell Area, Synth: a little over 5000 µm²
  – Post-synthesis cell count: about 720
  – Register area share after synthesis: 0
  – Syn. warnings: 4

Hold path
  – Worst Hold Launch: INS[26]
  – WHS Path Cells: 4
  – WHS Endpoint: OUT[278]
  – Hold Path Class: in2out
## Yosys cell counts (all sizes together)
master   number  area share
o21ai        37       0.036
nand2        38       0.028
xnor2        16       0.027
and2b         2      0.0029
conb          2      0.0014
o22a          2      0.0034
and3b         8       0.014
mux2i        27       0.061
o21ba         1      0.0019
o32ai         3      0.0051
nor3          5      0.0058
ha           32       0.077
and3          1      0.0012
a21boi        8       0.012
nor2b         7      0.0084
inv          43       0.031
nand3         7      0.0068
o2bb2ai       1      0.0017
buf         433        0.63
nor2         22       0.018
a211oi        6      0.0087
o21a          1      0.0014
a21oi        13       0.014
and2          1      0.0012
## layer usage
| metal | up-vias | routed length, µm | global-route usage |
|---|---|---|---|
| met2 | 290 | 9660 | 0.104 |
| met1 | 2006 | 7540 | 0.0670 |
| met4 | 0 | 44 | 0.00153 |
| met5 | - | 0 | 0 |
| met3 | 6 | 2000 | 0.0173 |
| li1 | 2143 | - | - |
## worst max path at each step
stage                  start       end  cells past startpoint
final                 choice  OUT[129]                     11
after CTS             choice   OUT[97]                     11
after global routing  choice   OUT[65]                     11
## stage by stage
step	hold slack (ns)	total power, mW	util	TNS, ns	instance area, µm²
CTS	0.977	1.99	0.173	-20.32	8290
global placement	1.60	1.65	0.147	-88.65	7030
global route	1.06	2.32	0.181	-24.58	8650
detailed placement	1.61	1.63	0.147	-89.10	7030
finish	1.02	2.09	0.181	-20.64	8650
floorplan	0.706	1.18	-	-10.18	6990
## timing repair
item                                    CTS  global route
cloned                                    2             0
endpoints found under the setup margin  112            85
gates resized                           661            82
buffers inserted                         95            22
endpoints found under the hold margin     0             0
pin swaps                                91            64
hold buffers                              0             0
## kinds of logic (layout without fill, tap and decap cells)
logic type                 count (synthesis)  count (layout)  share of synthesized area
other                                      2             409                    0.00145
adders and majority gates                 32              32                     0.0772
xor gates and xnor gates                  16              16                     0.0270
and+or+nand+nor                           91              91                     0.0852
buffers and inverters                    476             422                      0.664
AOI/OAI and AO/OA                         72              72                     0.0835
muxes                                     27              27                     0.0613
## layout make-up
class,count,share of cell area
multi-input combinational,647,0.500
tap,615,0.0890
timing repair buffer,379,0.385
inverter,43,0.0260
## report_power, final
part	internal [mW]	total (mW)	switching [mW]	leakage, nW
registers	0	0	0	0
logic	1.23	2.09	0.858	4.46
clock network	0	0	0	0
## worst min-delay path, cell delays in order
cell and delay (ns):
clkbuf_2 0.12, o21ai_4 0.08, inv_1 0.05, dlymetal6s2s_1 0.09
Power and IR drop assume default switching activity.
