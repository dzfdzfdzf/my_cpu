==> flow/design.v <==
`timescale 1ns / 1ps
module VGA_ctrl(
	input clk,
	input rst,
	output hs,
	output vs,
	output [3:0] red,
	output [3:0] green,
	output [3:0] blue,
	input [31:0] color,
	output reg[13:0] addrb
    );
	 wire[9:0]x_ptr;
	 wire[9:0]y_ptr;
	 wire valid;
   reg [9:0] cnt_x;
	reg [9:0] cnt_y;
	reg  judge;
	always @*begin 
	     if(color == 32'hffff0000)
		  judge <= 1;
	end
	always  @* begin
	     if(judge == 0)
		  addrb <= valid ? (14'd2048 + {1'b0,y_ptr[9:3], 6'b0} + {3'b0, y_ptr[9:3], 4'b0} + {7'b0, x_ptr[9:3]}) : 14'b0;
		  else 
		  addrb <= valid ? (14'd6848 + {1'b0,y_ptr[9:3], 6'b0} + {3'b0, y_ptr[9:3], 4'b0} + {7'b0, x_ptr[9:3]}) : 14'b0;
	end
	always @(posedge clk) begin
		if (rst) cnt_x <= 0; 
		else if (cnt_x == 10'd799) cnt_x <= 0;
		else cnt_x <= cnt_x + 1;
	end
	always @(posedge clk) begin
		if (rst) cnt_y <= 0;
		else if(cnt_x == 10'd799) begin
			if (cnt_y == 10'd524) cnt_y <= 0;
			else cnt_y <= cnt_y+1;
		end
	end
	assign hs = !((cnt_x >= 0) && (cnt_x < 96));
	assign vs = !((cnt_y >= 0) && (cnt_y < 2));
	assign valid = (cnt_x >= 96+40+8) && (cnt_x < 96+40+8+640) && (cnt_y >= 2+25+8) && (cnt_y < 2+25+8+480);
	assign red = valid ? color[11:8] : 0;
	assign green = valid ? color[7:4] : 0;
	assign blue = valid ? color[3:0] : 0;
	assign x_ptr = cnt_x - (96+40+8);
	assign y_ptr = cnt_y - (2+25+8);
endmodule
==> flow/run.sh <==
#!/bin/bash
# OpenROAD 26Q1-2900-gdf79404cd8, Yosys 0.63+post, stock flow scripts
make -C /OpenROAD-flow-scripts/flow DESIGN_CONFIG=/design/flow/config.mk WORK_HOME=/design/flow/orfs finish
==> flow/config.mk <==
export PLATFORM = sky130hd
export DESIGN_NAME = VGA_ctrl
export DESIGN_NICKNAME = VGA_ctrl
export VERILOG_FILES = /design/flow/design.v
export SDC_FILE = /design/flow/constraint.sdc
export NUM_CORES = 4
export LEC_CHECK = 1
export CORE_AREA = 10 10 106 106
export DIE_AREA = 0 0 116 116
==> flow/constraint.sdc <==
current_design VGA_ctrl

set clk_period 5.7
set clk_io_pct 0.2

create_clock -name clk0 -period $clk_period [get_ports {clk}]

set non_clock_inputs [all_inputs -no_clocks]
set_input_delay [expr $clk_period * $clk_io_pct] -clock clk0 $non_clock_inputs
set_output_delay [expr $clk_period * $clk_io_pct] -clock clk0 [all_outputs]
==> results.json <==
{
  "clkPwrFrac": 0.408,
  "clock.latency.late_pin_ns": 0.26,
  "p_per_area_nw_per_um2": 105,
  "finalCriticalPeriod_ns": 5.24,
  "regToRegSetupSlack_ns": 3.78,
  "leakagePower_nw": 1.02,
  "antenna_found_initial": 0,
  "cp-startpoint": "cnt_y[2]",
  "rsz0062_at_grt": "no",
  "post_cts_buffers": 0,
  "r2r-end": "cnt_y[8]",
  "wl_per_cell_um": 11.4,
  "synthFlopType": "dfxtp_1",
  "maxSlewHeadroom": 0.548,
  "finalSetupViolations": 0,
  "core_um2": 8850,
  "dr.first_iter.drc_count": 64,
  "boundaryPins": 62,
  "cts-root-buf": "clkbuf_8",
  "cp.depth": 14,
  "final-hold-violation-count": 0,
  "drt-total-wl_mm": 4.44,
  "area_delta_synth_final_pct": 26.3,
  "ys_async_sr_fraction": 0,
  "cp_max_fo": 12,
  "crit_path_end_kind": "output port",
  "via_per_inst": 4.37,
  "synth_chip_area_um2": 2010,
  "swShare": 0.203,
  "place_inst": 387,
  "die.size.y_um": 116,
  "ys_seq_frac": 0.199,
  "edf_count": 0,
  "warning_count": 49,
  "intPower_uw": 214,
  "layout_worst_path_cycle_share": 0.919,
  "synth.avg_cell_area_um2": 7.96,
  "worstPathArrival_ns": 4.10,
  "synth-seq-cells": 20,
  "final_cells": 391,
  "crit_chain": "a2111oi_2, nor2_1, nor2_1, xnor2_1, inv_1, ha_1, ha_1, ha_1, a21o_1, a21oi_1, nand2b_1, or3b_2, a31oi_1, clkdlybuf4s50_1",
  "power_frac_seq": 0.533,
  "criticalPathCategory": "reg -> out",
  "dr.pass1.iters": 4,
  "crit_buf_inv": 2,
  "crit_path_end": "addrb[12]",
  "htreeDepth": 1,
  "numCtsBuffers": 3,
  "peakVddDrop_mv": 0.0571,
  "yosysWarnings": 1,
  "critPathMaxStageDelay_ns": 0.49,
  "fp.dieW_um": 116,
  "antenna_cells_inserted": 0,
  "pre_cts_slack_ns": 0.621,
  "clk_pin_slew_worst_paths_ns": 0.08,
  "ys_types": 47,
  "antenna_left": 0,
  "maxSlewViolCount": 0,
  "drc": 0,
  "syn_inst": 253,
  "critical_path.top_delay_family": "adder cells",
  "fmax_mhz": 191,
  "grt_first_pass_wirelength_mm": 7.41,
  "floorplanUtilization": 0.228,
  "fillers": 943,
  "cpMostUsedCell": "ha_1",
  "worst_slew_pin_slew_ns": 0.674,
  "max-cap-violations": 0,
  "power.switching_uw": 54.5,
  "num_rows": 34,
  "dieArea_um2": 13500,
  "crit_required_ns": 4.56,
  "grt.total_usage": 0.0644,
  "worst_path_max_delay_cell": "a2111oi_2",
  "clock_path_buffers": 2,
  "critPathLaunchType": "flip-flop",
  "hpwl_mm": 3.59,
  "overflow": 0,
  "r2r_cells": 6,
  "combPwrFrac": 0.058,
  "netlist_area_um2": 2010,
  "io_buffers": 41,
  "tns_ns": 0,
  "cts_tree": "done",
  "ys_cells": 253,
  "place_congestion": 0.808,
  "r2r-start": "cnt_x[4]",
  "clock-sinks": 20,
  "fin_ws_ns": 0.463,
  "hold_class": "reg -> reg",
  "vias": 1707,
  "fin_skew_ns": 0.00758,
  "drive_gt1_frac": 0.0565,
  "status": "finished clean",
  "grt_pass1_vias": 1560,
  "grt_max_degree": 18
}
through the flow:
stage / instance area (µm²) / hold WS (ns) / power, mW / utilization
after global routing: 2540 / 0.502 / 0.279 / 0.287
after detailed placement: 2480 / 0.461 / 0.162 / 0.281
final: 2540 / 0.472 / 0.268 / 0.287
after CTS: 2540 / 0.478 / 0.271 / 0.287
after global placement: 2480 / 0.449 / 0.162 / 0.281
after floorplan: 2010 / 0.430 / 0.152 / -
cell usage after synthesis (all sizes together) (2+ instances only):
cell type	n	share of area
xnor2	16	0.070
dfxtp	20	0.20
clkbuf	5	0.0093
fa	2	0.020
xor2	14	0.061
a21o	2	0.0075
o21a	3	0.012
or4	2	0.011
nor2	33	0.062
or3	4	0.015
o31ai	2	0.0075
inv	19	0.035
nor2b	2	0.0062
buf	10	0.029
nand3b	2	0.0075
nand4	7	0.022
and2	19	0.059
nand2	12	0.022
and3	4	0.012
nor4	2	0.0093
a21oi	13	0.034
nor3	5	0.012
ha	25	0.16
o21ai	5	0.012
nand2b	4	0.012
nand3	8	0.022
a31oi	2	0.0062
worst min-delay path by stage:
stage | startpoint | to | slack, ns | cells past startpoint
final | cnt_x[0] | cnt_x[0] | 0.47 | 1
after global routing | cnt_x[0] | cnt_x[0] | 0.50 | 1
after CTS | cnt_x[0] | cnt_x[0] | 0.48 | 1
final cells by class:
cell class                 instances  area, µm²  area share
clock buffer                       4       55.1      0.0217
inverter                          19       71.3      0.0281
multi-input combinational        199       1470       0.578
sequential                        20        400       0.157
tap                              108        135      0.0531
timing repair buffer              41        410       0.161
cells by family (layout without fill, tap and decap cells):
logic type / Yosys count / in the layout / share of synthesized area
buf+inv: 34 / 64 / 0.0733
flops: 20 / 20 / 0.199
fa+ha+maj: 27 / 27 / 0.175
compound gates: 33 / 33 / 0.124
xor+xnor: 30 / 30 / 0.131
simple gates: 108 / 108 / 0.293
mux: 1 / 1 / 0.00497
cell usage in the layout (no fill, tap or decap), drive strengths merged, types with 2 or more instances in the layout:
cell / n
clkdlybuf4s50: 41
nor2: 33
ha: 25
dfxtp: 20
inv: 19
and2: 19
xnor2: 16
xor2: 14
a21oi: 13
nand2: 12
nand3: 8
nand4: 7
nor3: 5
o21ai: 5
nand2b: 4
and3: 4
clkbuf: 4
or3: 4
o21a: 3
nand3b: 2
or4: 2
o31ai: 2
a31oi: 2
nor2b: 2
a21o: 2
fa: 2
nor4: 2
repair_timing:
action	4_1_cts	5_1_grt
endpoints found under the setup margin	0	1
hold buffers	0	0
gates resized	0	1
power by group through the flow:
| stage | registers, mW | logic [mW] | clock network (mW) |
|---|---|---|---|
| after CTS | 0.143 | 0.0158 | 0.113 |
| after global routing | 0.143 | 0.0172 | 0.119 |
| final | 0.143 | 0.0156 | 0.110 |
worst register-to-register path: cells and delay by family (launching register included):
family,cells,cell delay [ns]
compound gates,1,0.14
flops,1,0.45
simple gates,4,1.06
fa+ha+maj,1,0.21
layer usage:
layer / wire (µm) / vias up / GRT usage
li1: - / 916 / -
met4: 78 / 0 / 0.0108
met2: 1830 / 38 / 0.100
met5: 0 / - / 0
met1: 2180 / 749 / 0.0898
met3: 348 / 4 / 0.0162
flip-flops by register name, indices dropped and copies added (netlist names):
signal,flops
cnt_x,10
cnt_y,10
No activity file was given, so power comes from the tool's default toggle rates.
